--- flow/config.mk ---
export PLATFORM = sky130hd
export DESIGN_NAME = magnitude
export DESIGN_NICKNAME = magnitude
export VERILOG_FILES = /design/flow/design.v
export SDC_FILE = /design/flow/constraint.sdc
export NUM_CORES = 4
export LEC_CHECK = 1
export CORE_AREA = 10 10 70 70
export DIE_AREA = 0 0 80 80
export SYNTH_HDL_FRONTEND = slang
--- flow/design.v ---
module magnitude
(
	input wire [16:0] in,
	output reg [15:0] out
);
reg [16:0] invert_in;
reg [16:0] add;
always_comb
begin
	if (in[16] == 0) begin
		out[15:0] = in[15:0];
	end else begin
		invert_in = ~in;
		add = invert_in + 1'b1;
		out[15:0] = add[15:0];
	end
end
endmodule
--- flow/constraint.sdc ---
current_design magnitude

set clk_period 5.5
set clk_io_pct 0.2

create_clock -name clk0 -period $clk_period

set non_clock_inputs [all_inputs -no_clocks]
set_input_delay [expr $clk_period * $clk_io_pct] -clock clk0 $non_clock_inputs
set_output_delay [expr $clk_period * $clk_io_pct] -clock clk0 [all_outputs]
--- flow/run.sh ---
#!/bin/bash
# OpenROAD 26Q1-2900-gdf79404cd8, Yosys 0.63+post, stock flow scripts
make -C /OpenROAD-flow-scripts/flow DESIGN_CONFIG=/design/flow/config.mk WORK_HOME=/design/flow/orfs finish
==> metrics.cfg <==
[run_status]
status=finished clean

[yosys]
top_area_cell=xnor2_1
synth_top_area_share=0.237
syn_inst=47
yosys_warnings=0
top_cells_by_count=9 x xnor2_1, 8 x nand2_1, 5 x o31ai_1, 5 x xor2_1, 4 x o21ai_0
area_leaders=xnor2_1 24%, xor2_1 13%, o31ai_1 11%, nand2_1 9.0%, or4_1 6.8%
avgSynthCellArea_um2=7.08
syn_area_um2=333
most_common_cell=xnor2_1
yosys_cells=47
yosys-stat-area_um2=333
ys_seq_frac=0
synth.distinct_cells=16

[cells_and_area]
drive_above_1_share=0.0513
flops=0
stdcell_count=124
area_growth_pct=113
postLayoutCellArea_um2=709
clockBufferCount=0
seqCellArea_um2=0
n_fill_cell=398

[sta]
rsz0062_at_grt=false
drv_slew=0
tns_ns=0
fin_crit_sh=0.833
finalSetupViolations=0
period_minus_slack_ns=4.58
hold_viol_final=0
max_freq_ghz=0.218
worst_slack_ns=0.921
maxSlewHeadroom=0.588
worstMarginPinSlew_ns=0.612

[floorplan]
die-width_um=80
fp.dieH_um=80
placeableCoreArea_um2=3420
fp.dieArea_um2=6400
fp_util=0.0974
io_pins=33
fp-row-count=21

[global_routing]
grt_max_degree=17
first_global_vias=514
grt_first_pass_wirelength_um=2430
antenna_found_initial=0
grt_usage=0.0457
gr-total-overflow=0

[place]
dp_cells=124
io_buffers=33
placed_area_um2=709
place_worst_setup_slack_ns=0.900
hpwl_um=1280
gp_congestion=0.795

[cts]
ctsResizeCount=0
post-cts-setup-buffers=0
hold_buffers=0

[pwr]
p_sw_w=0.0000180
vdd_drop_max_uv=22.2
pwr-share-seq=0
p_total_w=0.0000577
sw_frac_of_total=0.312
power_density_nw_per_um2=81.3
p_leak_nw=0.239
combPwrFrac=1.000
internal-power_w=0.0000397
p_clk_frac=0

[worst_setup_path]
worst_setup_path_start_kind=input port
setup.worst_path.class=input port to output port
critPathMaxStageDelay_ns=0.55
crit_path_frequent_cell=clkdlybuf4s50_1
worstPathCellList=clkdlybuf4s50_1 > or4_1 > or3_4 > o41ai_2 > xnor2_1 > clkdlybuf4s50_1
crit_fanout=5
crit_family=simple AND/OR/NAND/NOR gates
arrival_ns=3.48
required_ns=4.40
crit_path_end_kind=output port
cp_num_buf_inv=2
cpMaxStageDelayCell=or4_1

[route]
ant_nets=0
n_antenna_cell=0
vias_per_cell=3.51
wl_per_cell_um=11.7
drc=0
wirelength_um=1450
drtIter0Drc=26
drt_first_pass_iters=4
num_vias=435

[job]
warning_count=32
drv_cap=0

[hold_path]
hold_path_class=input port to output port

[kinds of logic (layout without fill, tap and decap cells)]
logic type | after synthesis | count (layout) | synth area share
fa+ha+maj | 1 | 1 | 0.0376
buf+inv | 5 | 36 | 0.0677
xor+xnor | 14 | 14 | 0.368
simple gates | 15 | 15 | 0.248
compound gates | 12 | 12 | 0.278
[power groups by stage]
stage	Combinational, W	Clock, W	Sequential, W
CTS	0.0000594	0	0
global route	0.0000651	0	0
finish	0.0000577	0	0
[layout make-up]
type	count	area, um^2	area share
Multi-Input combinational cell	42	310	0.437
Timing Repair Buffer	33	330	0.466
Tap cell	46	57.6	0.0811
Inverter	3	11.3	0.0159
[cells in the final DEF (no fill, tap or decap)]
cell type	n
or2_2	1
or3_4	1
o41ai_1	1
inv_1	3
o41ai_2	1
or3_1	2
or4_1	3
o21ai_0	4
o31a_2	1
o31ai_1	5
xnor2_1	9
clkdlybuf4s50_1	33
xor2_1	5
ha_1	1
nand2_1	8
[routing by layer]
metal / routed length, um / vias up / global-route usage
li1: - / 233 / -
met1: 582 / 185 / 0.0521
met2: 670 / 17 / 0.0787
met3: 197 / 0 / 0.0239
met4: 0 / 0 / 0
met5: 0 / - / 0
[metrics by stage]
step | utilization | hold WS, ns
final | 0.208 | 3.05
after floorplan | - | 2.23
after global placement | 0.208 | 3.06
after CTS | 0.208 | 3.06
after global routing | 0.208 | 3.09
after detailed placement | 0.208 | 3.05
[path summary, 6_finish.rpt]
path              start  cells past startpoint  slack (ns)      end
hold / removal    in[0]                      2        3.05   out[0]
setup / recovery  in[4]                      6        0.92  out[15]
Power is estimated from default activity; no workload was simulated.
