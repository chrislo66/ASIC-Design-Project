**design/flow/run.sh**
```bash
#!/bin/bash
# OpenROAD 26Q1-2900-gdf79404cd8, Yosys 0.63+post, stock flow scripts
make -C /OpenROAD-flow-scripts/flow DESIGN_CONFIG=/design/flow/config.mk WORK_HOME=/design/flow/orfs finish
```
**design/flow/config.mk**
```make
export PLATFORM = sky130hd
export DESIGN_NAME = timer
export DESIGN_NICKNAME = timer
export VERILOG_FILES = /design/flow/design.v
export SDC_FILE = /design/flow/constraint.sdc
export NUM_CORES = 4
export LEC_CHECK = 1
export CORE_AREA = 10 10 70 70
export DIE_AREA = 0 0 80 80
```
**design/flow/constraint.sdc**
```tcl
current_design timer

set clk_period 3.7
set clk_io_pct 0.2

create_clock -name clk0 -period $clk_period [get_ports {clk}]

set non_clock_inputs [all_inputs -no_clocks]
set_input_delay [expr $clk_period * $clk_io_pct] -clock clk0 $non_clock_inputs
set_output_delay [expr $clk_period * $clk_io_pct] -clock clk0 [all_outputs]
```
**design/flow/design.v**
```verilog
module flex_counter
#(
	parameter NUM_CNT_BITS = 4
)	
(
	input wire clk,
	input wire n_rst,
	input wire clear,
	input wire count_enable,
	input wire [NUM_CNT_BITS-1:0] rollover_val,
	output reg [NUM_CNT_BITS-1:0] count_out,
	output reg rollover_flag
);
reg [NUM_CNT_BITS-1:0] next_count;
reg next_flag;
always_comb
begin
	next_flag = rollover_flag;
	next_count = count_out;
	if (clear == 1'b1) begin
		next_count = 1'b0;
	end else if (count_enable == 1'b1 && count_out != rollover_val)begin
		next_count = count_out + 1;
	end else if (count_enable == 1'b1 && count_out == rollover_val)begin
		next_count = 1;
	end
	if (next_count == rollover_val)begin
		next_flag = 1;
	end else begin
		next_flag = 0;
	end
end
always_ff @ (posedge clk, negedge n_rst) 
begin
	if (!n_rst) begin
		count_out <= 1'b0;
		rollover_flag <= 1'b0;
	end else begin
		count_out <= next_count;
		rollover_flag <= next_flag;
	end
end
endmodule		
module timer
(
	input wire clk,
	input wire n_rst,
	input wire d_edge,
	input wire rcving,
	output reg shift_enable,
	output reg byte_received
);
reg [3:0] shift_count;
assign shift_enable = (shift_count == 4'd2) ? 1 : 0;
flex_counter
  SHIFT(
    .clk(clk),
    .n_rst(n_rst),
    .clear(d_edge || !rcving),
    .count_enable(rcving),
    .rollover_val(4'd8),
    .count_out(shift_count),
    .rollover_flag()
  );
flex_counter
  BYTE(
    .clk(clk),
    .n_rst(n_rst),
    .clear(!rcving),
    .count_enable(shift_enable),
    .rollover_val(4'd8),
    .count_out(),
    .rollover_flag(byte_received)
  );
endmodule
```
==> CHANGELOG.md <==
### Implementation results

- Port bufs: 5
- Synth Area per Inst: 9.58 µm²
- Overflow after GRT: 0
- Yosys synthesis chip area: 508 µm²
- Vias in the first global route: 401
- Total track usage: 0.0322
- Chip area: 6400 µm²
- HPWL Detailed: 751 µm
- Main flop type: dfrtp_1
- Crit path largest cell delay: 0.45 ns
- Share of cells above drive strength 1: 0.0806
- Pre-CTS setup slack: 1.41 ns
- CTS root buf: clkbuf_4
- Least-Margin Pin Slew: 0.393 ns
- Routed Antenna Nets: 0
- Setup TNS: 0 ns
- Cell family with most CP delay: buffers and inverters
- Total CTS buffers: 3
- Clock Skews: 0.00474 ns
- Initial antenna violation count: 0
- Slew headroom: 0.737
- CTS tree: built
- Mux share: 0
- Synthesized cell area: 508 µm²
- P&R area growth vs syn: 26.4%
- Synthesis warning total: 2
- Critical path's slowest cell: clkdlybuf4s50_1
- Yosys cell count: 53
- Wire per inst: 8.25 µm
- Hold WS: 0.486 ns
- Max IR drop VDD: 0.000157 V
- Cell Type Count: 23
- RSZ-0062 raised after global routing: false
- # hold bufs at CTS: 0
- Initial Util: 0.149
- Cells after Synth: 53
- Worst-path clk slew: 0.06 ns
- Worst path buffer plus inverter count: 3
- Register area: 225 µm²
- Fin crit period: 2.55 ns
- Fin. max-slew vios: 0
- Resized cells post-CTS: 0
- Rows: 21
- Hold Violations, Final: 0
- Pin count of the biggest net entering global routing: 10
- Post-synth regs: 9
- HP Class: flip-flop to flip-flop
- Worst Slack Setup Final: 1.15 ns
- XOR-XNOR Cells, Area Fraction: 0.0172
- Setup violations, final: 0
- GPL Wtd Cong: 0.869
- Die width: 80 µm
- Complex Gates by Area: 0.133
- Count of max-cap constraint violations: 0
- Postcts setup bufs: 0
- Required time worst endpoint: 2.96 ns
- DRT Wirelength: 891 µm
- Clk buf depth: 2
- Outcome: complete, no violations
- Ys async rst share: 1.00
- CP Max Fanout: 5
- Fmax: 392 MHz
- Via count: 376
- Ports: 6
- Tcrit/Tclk final: 0.689
- Placed cell areas: 616 µm²
- Yosys adder share: 0.123
- Startpoint types: flip-flop
- Late-Pin Clk Latency: 0.26 ns
- Basic Gates by Area: 0.214
- Tool warning count: 28
- Clock sinks: 9
- Logic area: 248 µm²
- Initial DRC Count: 2
- Main logic family after synthesis: simple AND/OR/NAND/NOR gates
- Diodes inserted: 0
- DR pass1 iterations: 2
- H-tree depth: 1
- Core area: 3420 µm²
- Crit. End Element: output port
- Post-synth seq share: 0.443
- First-pass GRT wire length: 1680 µm
- WP data arrival: 1.81 ns
- DRC: 0
- CP cell instances: inv_1 -> ha_1 -> or3b_4 -> clkinv_4 -> clkdlybuf4s50_1
- Leakage: 0.000269 µW
- Vias per inst: 3.48
- Die Y: 80 µm
- Crit path kind: flip-flop to output port
- Fill count: 391
- Cell area power density: 296 nW/µm²
- Number of enable flip-flop cells: 0
- Final Cell Area: 642 µm²
final cells by class:
type                    instances  area share
flip-flops and latches          9       0.351
clock buffers                   4      0.0409
repair buffers                  5      0.0780
well taps                      46      0.0897
multi-input cells              36       0.386
inverters                       8      0.0546
flip-flops by register name, summed over array words and instances, names as in the netlist:
signal and count:
BYTE.count_out 4, SHIFT.count_out 4, BYTE.rollover_flag 1
kinds of logic after synthesis:
group,Yosys count
buf+inv,8
simple gates,19
flops,9
fa+ha+maj,5
compound gates,11
xor+xnor,1
synthesized netlist by cell type (2+ instances only):
library cell  instances  area [µm²]
nand2_1               2        7.51
a21oi_1               5        25.0
nor3b_1               3        22.5
nor2_1                6        22.5
dfrtp_1               9         225
inv_1                 7        26.3
ha_1                  5        62.6
routing by layer:
| layer | track usage | vias up | wire [µm] |
|---|---|---|---|
| li1 | - | 197 | - |
| met1 | 0.0434 | 171 | 468 |
| met2 | 0.0482 | 8 | 367 |
| met3 | 0.0159 | 0 | 55 |
| met4 | 0 | 0 | 0 |
| met5 | 0 | - | 0 |
cells in the final DEF (no fill, tap or decap):
cell	netlist	routed
xnor2_1	1	1
nand3b_1	1	1
a211oi_1	1	1
a31o_1	1	1
clkdlybuf4s50_1	0	5
o21ai_1	1	1
a22oi_1	1	1
nor3_1	1	1
dfrtp_1	9	9
or3b_4	1	1
ha_1	5	5
nand2b_1	1	1
o21ai_0	1	1
nor4_1	1	1
clkbuf_1	0	1
or2b_1	1	1
a311oi_1	1	1
nor2_1	6	6
a21oi_1	5	5
nor2b_1	1	1
nor3b_1	3	3
and3_1	1	1
inv_1	7	7
nand2_1	2	2
clkbuf_4	0	3
clkinv_4	1	1
power breakdown:
part / internal [µW] / switching, µW
Combinational: 7.38 / 8.27
Sequential: 99.9 / 1.86
Clock: 41.4 / 31.1
stage by stage:
step                utilization  power (µW)  cells
floorplan                     -         111     53
global placement          0.180         119    104
detailed placement        0.180         119    104
CTS                       0.188         193    108
global route              0.188         204    108
finish                    0.188         190    108
final timing paths:
path | cells past startpoint | from | slack, ns | to
hold reg to reg | 1 | SHIFT.count_out[0] | 0.49 | SHIFT.count_out[0]
min in group asynchronous | 1 | n_rst | 0.77 | SHIFT.count_out[3]
max in group asynchronous | 1 | n_rst | 2.65 | BYTE.count_out[1]
setup / recovery | 5 | SHIFT.count_out[0] | 1.15 | shift_enable
setup reg to reg | 6 | SHIFT.count_out[0] | 1.93 | BYTE.rollover_flag
hold / removal | 1 | SHIFT.count_out[0] | 0.49 | SHIFT.count_out[0]
Power is estimated from default activity; no workload was simulated.
