`design/flow/design.v`:
```
module controller
(
	input wire clk,
	input wire n_rst,
	input wire dr,
	input wire lc,
	input wire overflow,
	output reg cnt_up,
	output reg clear,
	output reg modwait,
	output reg [2:0] op,
	output reg [3:0] src1,
	output reg [3:0] src2,
	output reg [3:0] dest,
	output reg err
);
typedef enum logic [4:0] {IDLE, STORE, ZERO, SORT1, SORT2, SORT3, SORT4, MUL1, ADD1, MUL2, SUB1, MUL3, ADD2, MUL4, SUB2, EIDLE, LOAD1, WAIT1, LOAD2, WAIT2, LOAD3, WAIT3, LOAD4} state_type;
state_type state, next_state;
reg next_modwait;
always_comb 
begin
	cnt_up = 0;
	err = 0;
	clear = 0;
	src1 = 4'd0;
	src2 = 4'd0;
	dest = 4'd0;
	op = '0;
	next_state = state;
	next_modwait = modwait;
	case(state)
	 IDLE:begin
		if (dr) next_state = STORE;
		if (lc) next_state = LOAD1;
		if (!dr && !lc) next_state = IDLE;
		next_modwait = 0;
	 end
	 STORE:begin
		dest = 4'd5;
		op = 3'b010;
		err = 0;
		next_modwait = 1;
		if (!dr) 
			next_state = EIDLE;
		else 
			next_state = ZERO;
	 end
	 ZERO:begin
		src1 = 4'd0;
		src2 = 4'd0;
		dest = 4'd0;
		op = 3'b101;
		cnt_up = 1;
		next_modwait = 1;
		next_state = SORT1;
	 end
	 SORT1:begin
		src1 = 4'd2;
		dest = 4'd1;
		op = 3'b001;
		cnt_up = 0;
		next_modwait = 1;
		next_state = SORT2;
	 end
	 SORT2:begin
		src1 = 4'd3;
		dest = 4'd2;
		op = 3'b001;
		next_modwait = 1;
		next_state = SORT3;
	 end
	 SORT3:begin
		src1 = 4'd4;
		dest = 4'd3;
		op = 3'b001;
		next_modwait = 1;
		next_state = SORT4;
	 end
	 SORT4:begin
		src1 = 4'd5;
		dest = 4'd4;
		op = 3'b001;
		next_modwait = 1;
		next_state = MUL1;
	 end
	 MUL1:begin
		src1 = 4'd1;
		src2 = 4'd6;
		dest = 4'd10;
		op = 3'b110;
		next_modwait = 1;
		if(overflow) 
			next_state = EIDLE;
		else
			next_state = ADD1;
	 end
	 ADD1:begin
		src1 = 4'd0;
		src2 = 4'd10;
		dest = 4'd0;
		op = 3'b100;
		next_modwait = 1;
		if(overflow)
			next_state = EIDLE;
		else		
			next_state = MUL2;
	 end
	 MUL2:begin
		src1 = 4'd2;
		src2 = 4'd7;
		dest = 4'd10;
		op = 3'b110;
		next_modwait = 1;
		if(overflow) 
			next_state = EIDLE;
		else
			next_state = SUB1;
	 end
	 SUB1:begin
		src1 = 4'd0;
		src2 = 4'd10;
		dest = 4'd0;
		op = 3'b101;
		next_modwait = 1;
		if(overflow)
			next_state = EIDLE;
		else		
			next_state = MUL3;
	 end
	 MUL3:begin
		src1 = 4'd3;
		src2 = 4'd8;
		dest = 4'd10;
		op = 3'b110;
		next_modwait = 1;
		if(overflow) 
			next_state = EIDLE;
		else
			next_state = ADD2;
	 end
	 ADD2:begin
		src1 = 4'd0;
		src2 = 4'd10;
		dest = 4'd0;
		op = 3'b100;
		next_modwait = 1;
		if(overflow)
			next_state = EIDLE;
		else		
			next_state = MUL4;
	 end
	 MUL4:begin
		src1 = 4'd4;
		src2 = 4'd9;
		dest = 4'd10;
		op = 3'b110;
		next_modwait = 1;
		if(overflow) 
			next_state = EIDLE;
		else
			next_state = SUB2;
	 end
	 SUB2:begin
		src1 = 4'd0;
		src2 = 4'd10;
		dest = 4'd0;
		op = 3'b101;
		next_modwait = 1;
		if(overflow)
			next_state = EIDLE;
		else
			next_state = IDLE;
	 end
	 EIDLE:begin
		err = 1;
		next_modwait = 0;
		if(dr)	next_state = STORE;
		if(lc) next_state = LOAD1;
	 end 
	 LOAD1:begin
		dest = 4'd6;
		op = 3'b011;
		clear = 1;
		next_modwait = 1;
		next_state = WAIT1;
	 end
	 WAIT1:begin
		clear = 1;
		next_modwait = 0;
		if(lc) next_state = LOAD2;
	 end
	 LOAD2:begin
		dest = 4'd7;
		op = 3'b011;
		clear = 1;
		next_modwait = 1;
		next_state = WAIT2;
	 end
	 WAIT2:begin
		clear = 1;
		next_modwait = 0;
		if(lc) next_state = LOAD3;
	 end
	 LOAD3:begin
		dest = 4'd8;
		op = 3'b011;
		clear = 1;
		next_modwait = 1;
		next_state = WAIT3;
	 end	 
	 WAIT3:begin
		clear = 1;
		next_modwait = 0;
		if(lc) next_state = LOAD4;
	 end
	 LOAD4:begin
		dest = 4'd9;
		op = 3'b011;
		clear = 1;
		next_modwait = 1;
		next_state = IDLE;
	 end	
	 endcase
end
always_ff @ (posedge clk, negedge n_rst)
begin
	if(1'b0 == n_rst) begin
		state <= IDLE;
		modwait <= 0;
	end else begin
		state <= next_state;
		modwait <= next_modwait;
	end
end
endmodule
```
`design/flow/run.sh`:
```
#!/bin/bash
# OpenROAD 26Q1-2900-gdf79404cd8, Yosys 0.63+post, stock flow scripts
make -C /OpenROAD-flow-scripts/flow DESIGN_CONFIG=/design/flow/config.mk WORK_HOME=/design/flow/orfs finish
```
`design/flow/config.mk`:
```
export PLATFORM = sky130hd
export DESIGN_NAME = controller
export DESIGN_NICKNAME = controller
export VERILOG_FILES = /design/flow/design.v
export SDC_FILE = /design/flow/constraint.sdc
export NUM_CORES = 4
export LEC_CHECK = 1
export CORE_AREA = 10 10 84 84
export DIE_AREA = 0 0 94 94
```
`design/flow/constraint.sdc`:
```
current_design controller

set clk_period 1.9
set clk_io_pct 0.2

create_clock -name clk0 -period $clk_period [get_ports {clk}]

set non_clock_inputs [all_inputs -no_clocks]
set_input_delay [expr $clk_period * $clk_io_pct] -clock clk0 $non_clock_inputs
set_output_delay [expr $clk_period * $clk_io_pct] -clock clk0 [all_outputs]
```
==> job_summary.md <==
### Flow metrics

| Metric | Value |
|---|---|
| Final period util | 104.2% |
| Vias in the first global route | 847 |
| Distinct lib cells used | 25 |
| Floorplan row count | 26 |
| Commonest Layout Cell | dfrtp_1 |
| P_sw | around 0.3 mW |
| Fin crit period | 1.981 ns |
| Synthesized cell area | 934.6 sq um |
| Syn Inst Count | around 81 |
| Startpoint types | flop |
| Worst slew pin tran | roughly 0.5 ns |
| Clock latency (worst-skew pair) | 0.27 ns |
| Peak Freq | slightly above 500 MHz |
| Final Skew | about 0.008 ns |
| Final hold viol count | 0 |
| Failing checks | negative setup slack |
| Worst rel slew slack | approximately 66% |
| First-pass GRT wire length | about 4400 um |
| Ys cells | 81 |
| Initial drt markers | 25 |
| Delay-heaviest family, CP | simple AND/OR/NAND/NOR gates |
| Core area | about 5200 sq um |
| Most frequent cells in the layout | 23 x dfrtp_1, 22 x buf_4, 9 x clkdlybuf4s50_1, 9 x buf_6 |
| CTS Buf Count | 3 |
| Avg Vias per Cell | approximately 4.0 |
| Top area cell types | dfrtp_1 62%, nor2b_1 4.7%, nand2_1 3.2%, nor2_1 3.2%, dfstp_2 2.8% |
| Layout cells sized above 1 | a little over two fifths |
| Die height | 94 um |
| Clock root cell | clkbuf_8 |
| RR Startpoint | state[1]$_DFF_PN0_ |
| Pwr Total | roughly 1.3 mW |
| Dpl hpwl | 1955 um |
| Outcome | finished with violations |
| Post-cts hold-fix buffer tally | 0 |
| FF-to-FF setup slack | approximately 0.27 ns |
| Mean Syn Cell Area | approximately 12 sq um |
| Area Growth Syn to Fin | 70.42% |
| Critical Path RT | 1.52 ns |
| Register share after synthesis | about 64% |
| Max stage delay on crit path | 0.54 ns |
| N_diodes | 0 |
| DR vias | 817 |
| Area leader, netlist | dfrtp_1 |
| GR Overflow Total | 0 |
| Clock power frac | around a third |
| Final Worst Setup Slack | -0.08074 ns |
| Synth flops | 24 |
| Area share, top type | 61.58% |
| Sw frac | between 20% and 30% |
| Chip area | 8836 sq um |
| Routability cong. | roughly 0.8 |
| Yosys Chip Area | 934.6 sq um |
| Detailed Route WL | between 2000 and 3000 um |
| Reg power frac | between 40% and 50% |
| Max cap viols | 0 |
| Cells along the critical path | or4_4 -> or3_1 -> buf_2 |
| RSZ-0062 raised after global routing | yes |
| Initial antenna violation count | 0 |
| Fp util | between 10% and 20% |
| I/O pin count | 24 |
| Die Span X | approximately 94 um |
| Total Routing Usage GR | slightly above 6% |
| CP Buf/Inv Count | 1 |
| Crit path max-delay cell type | or4_4 |
| Pint | 1.026 mW |
| Arrival @ worst endpoint | around 1.6 ns |
| TritonCTS clock tree | built |
| Peak VDD IR | 0.3319 mV |
| Final Max Tran Viols | 0 |
| Drt first pass iters | 4 |
| PortBufs | 22 |
| Worst Path Max Fanout | 2 |
| Leak pwr | approximately 0.89 nW |
| Setup Crit Path Kind | flop to primary output |
| R2r endpoint | modwait$_DFFE_PN0P_ |
| Clock-pin slew on the worst setup and hold paths | about 0.090 ns |
| Fin area | ~1600 sq um |
| Comb pwr share | 23.2% |
| CTS H-tree depth | 1 |
| WL/cell | 12.89 um |
| R2R depth | 6 |
| Final antenna-violating net count | 0 |
| # setup viols final | 4 |
| Worst Hold Class | primary input to async pin |
| CTS sink count | 24 |
| Tool warning count | 27 |
| Pin count of the biggest net entering global routing | 15 |
| Post-DP Area | between 1000 and 1500 sq um |
| Yosys warning tally | 1 |
| Clock Tree Buf Depth | 2 |
| Endpoint class of the critical path | primary output |
| PD cells | 827.4 nW/um^2 |
| Residual DRC count | 0 |
## repair_timing
action	CTS	global route
setup buffers	9	3
pin swaps	9	9
setup endpoints to repair	12	12
resized	41	17
## worst max-delay path by stage
stage     endpoint                start  cells past startpoint  slack, ns
4_1_cts      op[0]  state[10]$_DFF_PN0_                      3      -0.14
6_report     op[0]   state[1]$_DFF_PN0_                      3      -0.08
5_1_grt      op[0]   state[1]$_DFF_PN0_                      3      -0.14
## synthesized netlist by cell type
cell type and count:
nand2_1 8, dfrtp_1 23, nand2b_1 1, a21oi_1 1, inv_1 2, dfstp_2 1
or4_4 1, a221o_1 1, nand4bb_1 1, a21o_1 3, and2_1 4, nor4_1 3
nor4_2 1, inv_2 1, nor2_1 8, nand3_1 1, nor3b_1 1, conb_1 1
or3_1 2, nor2b_1 7, o2bb2ai_1 1, nor3_1 3, or2_1 2, buf_4 1
or4_1 3
## metal layers
layer / global-route usage [%] / wire length (um) / vias up
li1: - / - / 383
met1: 8.826 / 1230 / 406
met2: 9.447 / 1218 / 23
met3: 1.939 / 174 / 5
met4: 0.5063 / 18 / 0
met5: 0 / 0 / -
## cell type report
cell class | instances | area [sq um]
Clock buffer | 3 | 41.29
Clock inverter | 1 | 30.03
Fill cell | 521 | 3612
Inverter | 3 | 11.26
Multi-Input combinational cell | 53 | 387.9
Sequential cell | 24 | 601.8
Tap cell | 70 | 87.58
Timing Repair Buffer | 51 | 432.9
## worst reg2reg max path, cell delays in order, from the launching register on
cell and delay (ns):
dfrtp_1 0.38, buf_4 0.13, buf_4 0.13, or4_4 0.47
buf_4 0.14, nor3_1 0.14, nand4bb_1 0.12
## cells by family (layout without fill, tap and decap cells)
kind of cell / after synthesis / count (layout) / share of synthesized area (%)
AND-OR/OR-AND: 6 / 6 / 4.953
buffers and inverters: 4 / 58 / 2.008
flip-flops: 24 / 24 / 64.39
other: 1 / 1 / 0.4012
AND/OR/NAND/NOR: 46 / 46 / 28.24
## state kept, by name (all words and copies together) (netlist names)
signal   count
state       23
modwait      1
## power groups by stage
| stage | registers, mW | clock network (mW) | logic (mW) |
|---|---|---|---|
| after CTS | 0.572 | 0.447 | 0.287 |
| after global routing | 0.578 | 0.471 | 0.340 |
| final | 0.573 | 0.439 | 0.306 |
## metrics by stage
step / util [%] / hold slack, ns / setup TNS (ns) / cells / setup WS, ns
floorplan: - / 0.08441 / 0 / 81 / 0.3398
global placement: 26.32 / 0.4281 / -0.2840 / 190 / -0.1177
detailed placement: 26.32 / 0.4112 / -0.3123 / 190 / -0.1158
CTS: 29.45 / 0.3730 / -0.2338 / 203 / -0.1386
global route: 30.60 / 0.3801 / -0.5905 / 205 / -0.1363
finish: 30.60 / 0.3669 / -0.1365 / 205 / -0.08074
No activity file was given, so power comes from the tool's default toggle rates.
